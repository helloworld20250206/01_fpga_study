File: design/flow/config.mk
export PLATFORM = sky130hd
export DESIGN_NAME = myuart
export DESIGN_NICKNAME = myuart
export VERILOG_FILES = /design/flow/design.v
export SDC_FILE = /design/flow/constraint.sdc
export NUM_CORES = 4
export LEC_CHECK = 1
export CORE_UTILIZATION = 40
File: design/flow/constraint.sdc
current_design myuart

set clk_period 6.2
set clk_io_pct 0.2

create_clock -name clk0 -period $clk_period [get_ports {clk}]

set non_clock_inputs [all_inputs -no_clocks]
set_input_delay [expr $clk_period * $clk_io_pct] -clock clk0 $non_clock_inputs
set_output_delay [expr $clk_period * $clk_io_pct] -clock clk0 [all_outputs]
File: design/flow/design.v
module myuart(
		input clk,
		input rst_n,
		input rxd,
		output txd,
		input key_valid,
		output [15:0] data_out
);
wire bps_start1;
wire bps_start2;
wire clk_bps1;
wire clk_bps2;
wire [7:0] data_in;
assign data_in = 8'h4a;
speed_select inst_rx(
		clk,
		rst_n,
		bps_start1,
		clk_bps1
);
speed_select inst_tx(
		clk,
		rst_n,
		bps_start2,
		clk_bps2
);
myuart_rx inst_myuart_rx(
		clk,
		rst_n,
		bps_start1,
		clk_bps1,
		rxd,
		data_out
);
myuart_tx inst_myuart_tx(
		.clk(clk),
		.rst_n(rst_n),
		.bps_start(bps_start2),
		.clk_bps(clk_bps2),
		.key_valid(key_valid),
		.data_in(data_in),
		.txd(txd)
);
endmodule
module myuart_rx (
		input clk,
		input rst_n,
		output reg bps_start,
		input clk_bps,
		input rxd,
		output reg [15:0] rx_data
);
reg rxd0;
reg rxd1;
reg rxd2;
reg rxd3;	
always @ (posedge clk or negedge rst_n) 
begin
	if(!rst_n) 
	begin
			rxd0 <= 1'b1;
			rxd1 <= 1'b1;
			rxd2 <= 1'b1;
			rxd3 <= 1'b1;
	end
	else 
		begin
			rxd0 <= rxd;
			rxd1 <= rxd0;
			rxd2 <= rxd1;
			rxd3 <= rxd2;
		end
end
wire rxd_pos;	 
wire rxd_neg;   
assign rxd_pos = ~rxd3 & ~rxd2 & rxd1 & rxd0;	
assign rxd_neg = rxd3 & ~rxd2 & ~rxd1 & ~rxd0;
reg rx_en;	   
always @ (posedge clk or negedge rst_n)
begin
	if(!rst_n)
   	begin
			bps_start <= 1'bz;
			rx_en <= 1'b0;
		end
	else 
		if(rxd_neg) 
			begin		
				bps_start <= 1'b1;	
				rx_en <= 1'b1;
			end
		else 
			if(num==4'd9)
				begin		
					bps_start <= 1'b0;	
					rx_en <= 1'b0;
				end
			else
				begin
					bps_start <= bps_start;
					rx_en <= rx_en;
				end
end
reg [3:0] num;				 
reg [7:0] rx_data_r;		 
always @ (posedge clk or negedge rst_n)
begin
	if(!rst_n) 
	begin
		num <= 0;
		rx_data_r <= 0;
	end
	else
		if(rx_en) 
		begin	
			if(clk_bps) 
			begin	
				num <= num + 1'b1;
				case(num)
				4'd1: rx_data_r[0] <= rxd;	
				4'd2: rx_data_r[1] <= rxd;	
				4'd3: rx_data_r[2] <= rxd;	
				4'd4: rx_data_r[3] <= rxd;	
				4'd5: rx_data_r[4] <= rxd;	
				4'd6: rx_data_r[5] <= rxd;	
				4'd7: rx_data_r[6] <= rxd;	
				4'd8: rx_data_r[7] <= rxd;	
				default: rx_data_r <= rx_data_r;
				endcase
			end
			else 
				if(num == 4'd9) 
				begin		
					num <= 4'd0;			
					rx_data_r <= rx_data_r;	
				end
				else
					begin
						num <= num;
						rx_data_r <= rx_data_r;
					end
		end
		else
			begin
				num <= num;
				rx_data_r <= rx_data_r;
			end
end
always @ (posedge clk or negedge rst_n)
begin
	if(!rst_n)
		rx_data <= 0;
	else if(num == 4'd9) 
		rx_data <= {rx_data[7:0],rx_data_r};
	else
		rx_data <= rx_data;
end
endmodule
module myuart_tx(
    input clk,
    input rst_n,
    output reg bps_start,
    input clk_bps,
    input key_valid,
    input [7:0] data_in,
    output txd
);
reg tx_en;
reg [3:0] num;
reg [7:0] tx_data_r;
reg uart_tx_r;
always @(posedge clk or negedge rst_n) 
begin
    if(!rst_n)
        begin
            bps_start<=1'bz;
            tx_en<=1'b0;
            tx_data_r<=8'd0;
        end
    else if(key_valid)
        begin
            bps_start<=1'b1;
            tx_data_r<=data_in;
            tx_en<=1'b1;
        end
	 else if(num==4'd10)
		begin
			bps_start <= 1'b0;
		   tx_en <= 1'b0;
			tx_data_r <=8'h0;
		end
    else
        begin
            bps_start<=bps_start;
            tx_data_r<=tx_data_r;
            tx_en<=tx_en;
        end
end
always @(posedge clk or negedge rst_n) 
begin
    if(!rst_n)
        begin
            num<=4'd0;
            uart_tx_r<=1'b1;
        end
    else if(tx_en)
        begin
            if(clk_bps)
                begin
                    num <= num + 1'b1;
                    case(num)
                        4'd0: uart_tx_r <= 1'b0; 	
                        4'd1: uart_tx_r <= tx_data_r[0];	 
                        4'd2: uart_tx_r <= tx_data_r[1];	 
                        4'd3: uart_tx_r <= tx_data_r[2];	 
                        4'd4: uart_tx_r <= tx_data_r[3];	 
                        4'd5: uart_tx_r <= tx_data_r[4];	 
                        4'd6: uart_tx_r <= tx_data_r[5];	 
                        4'd7: uart_tx_r <= tx_data_r[6];	 
                        4'd8: uart_tx_r <= tx_data_r[7];	 
                        4'd9: uart_tx_r <= 1'b1;
                        default: uart_tx_r <= 1'b1;
                    endcase
                end 
            else if(num==4'd10)
                num<=0;
            else
                num<=num;
        end
    else
        uart_tx_r<=1'b1;
end
assign txd=uart_tx_r;
endmodule
module speed_select(
		input clk,		
		input rst_n,
		input bps_start,
		output reg clk_bps
			);	
reg [12:0] cnt;					
always @ (posedge clk or negedge rst_n)
begin
	if(!rst_n) 
		cnt <= 13'd0;
	else 
		if((cnt == 5207) || !bps_start) 
			cnt <= 13'd0;	
		else 
			cnt <= cnt + 1'b1;	
end		
always @ (posedge clk or negedge rst_n)
begin
	if(!rst_n) 
		clk_bps <= 1'b0;
	else 
		if(cnt == 2603) 
			clk_bps <= 1'b1;	
		else 
			clk_bps <= 1'b0;
end
endmodule
File: design/flow/run.sh
#!/bin/bash
# OpenROAD 26Q1-2900-gdf79404cd8, Yosys 0.63+post, stock flow scripts
make -C /OpenROAD-flow-scripts/flow DESIGN_CONFIG=/design/flow/config.mk WORK_HOME=/design/flow/orfs finish
==> job_summary.md <==
## Implementation flow summary

| Metric | Value |
|---|---|
| Cell area leaders | `dfrtp_1 50%, mux2_2 9.4%, dfstp_2 4.2%` |
| DRT antenna net count | `0` |
| Gr busiest metal | `met1` |
| Synthesized instance count | `about 270` |
| Final setup fails | `0` |
| Iteration-0 DRC Markers | `68` |
| Total track usage | `a little over an eighth` |
| Post-CTS Hold Buffers | `0` |
| Post-synth seq share | `54.3%` |
| H-tree Lvls | `3` |
| Routing usage on met1 | `a little under a quarter` |
| Top-area cell share | `50.0%` |
| Yosys cell count | `265` |
| Worst EP arrival | `between 1 and 1.5 ns` |
| Part of the cycle the worst path needs | `between 40% and 50%` |
| Largest net degree at the start of global routing | `42` |
| Critical path, cell by cell | `clkdlybuf4s50_1` |
| Synthesis area per yosys | `~0.0031 sq mm` |
| DR vias/cell | `5.27` |
| WL final | `5.21 mm` |
| Count of tool warnings | `31` |
| Most used logic cell in the final layout | `dfrtp_1` |
| Worst hold-check path type | `register to register` |
| Mean area per synthesized cell | `between 10 and 15 sq um` |
| Status | `completed` |
| Post-CTS sizing | `0` |
| Distinct lib cells | `41` |
| Root Buffer | `clkbuf_8` |
| Layout Skew | `roughly 0.0074 ns` |
| Latency at later pin | `0.33 ns` |
| # diodes | `0` |
| FP Rows | `31` |
| FFs w/ async S/R, synth | `around 100%` |
| Post-DP HPWL | `3.39 mm` |
| Main flop type | `dfrtp_1` |
| Max-Cap Viols | `0` |
| GP Congestion | `about 0.8` |
| Met3 Track Usage GR | `under 10%` |
| Share of cells above drive strength 1 | `a little under a fifth` |
| Slowest Stage Delay on Critical Path | `about 0.53 ns` |
| FP Util | `a little over two fifths` |
| Final max-slew violation count | `0` |
| Total standard cell area after synthesis | `0.00310 sq mm` |
| Tmin final | `2.55 ns` |
| Vias | `2,081` |
| Drt pass-1 iters | `4` |
| EDFF count, synth | `0` |
| WP buf/inv | `1` |
| Dominant logic cell types in the final layout | `62 x dfrtp_1, 26 x mux2_2, 19 x clkdlybuf4s50_1` |
| # DRC | `0` |
| Crit end category | `output pin` |
| Area grow syn2layout | `17.8%` |
| Dpl cells | `379` |
| Die Y | `around 90 microns` |
| Worst-Margin Slew | `0.770 ns` |
| CTS buffer count | `9` |
| Pwr Density | `between 200 and 300 mW/mm^2` |
| Core area | `0.00737 sq mm` |
| Total power draw | `1.02 mW` |
| CTS tree | `built` |
| Flops after synth | `67` |
| Wire per inst | `13.2 microns` |
| RSZ-0062 raised after global routing | `false` |
| Fmax | `393 MHz` |
| Design area | `0.00365 sq mm` |
| GRT overflow | `0` |
| CP required | `between 4 and 5 ns` |
| Placed cell areas | `0.00339 sq mm` |
| Met2 GRT Util | `about a fifth` |
| Setup bufs post-CTS | `0` |
| Number of I/O port buffers | `20` |
| Startpoint Class | `register` |
| P_leak | `1.59 nW` |
| Die area | `0.00811 sq mm` |
| Crit path kind | `register to output pin` |
| Final hold violations | `0` |
| First-pass GRT wire length | `8.98 mm` |
| Chip width | `~90 microns` |
| CTS sink cnt | `67` |
| TNS Setup | `0 ns` |
| Number of global-route vias before repair | `between 1,500 and 2,000` |
| Slowest stage cell, crit path | `dfstp_2` |
| Top Family by Delay on Critical Path | `flip-flops` |
| Yosys synthesis warning count | `5` |
| Non-filler cells, final | `between 300 and 400` |
| Clock transition at path regs | `approximately 0.070 ns` |
| VDD IR max | `112 uV` |
| Worst slew margin | `between 40% and 50%` |
| Maximum fanout along the worst path | `2` |
| Io pins | `21` |
| CTS max path bufs | `2` |
| Antenna violations before repair | `0` |
| Largest area contributor in the netlist | `dfrtp_1` |
layer usage:
metal | share of wire [%] | vias to the layer above | wire [microns]
met5 | 0 | - | 0
met2 | 43 | 31 | 2240
met4 | 1.6 | 0 | 85
li1 | - | 1035 | -
met1 | 53 | 1006 | 2740
met3 | 2.7 | 9 | 141
cell type report:
| cell class | instances | area (sq um) |
|---|---|---|
| Tap cell | 99 | 124 |
| Clock buffer | 10 | 128 |
| Inverter | 10 | 37.5 |
| Sequential cell | 67 | 1680 |
| Multi-Input combinational cell | 181 | 1330 |
| Clock inverter | 6 | 138 |
| Timing Repair Buffer | 22 | 210 |
| Fill cell | 663 | 3720 |
power breakdown:
group          total [mW]  switching [mW]  leakage, nW  internal [mW]
clock               0.473           0.164        0.131          0.309
combinational      0.0568          0.0332        0.589         0.0236
sequential          0.487          0.0275        0.875          0.459
state kept, by name (all words and copies together), names as in the netlist:
signal,flops
inst_myuart_rx.bps_start,1
inst_myuart_rx.num,4
inst_myuart_rx.rx_data,16
inst_myuart_rx.rx_data_r,8
inst_myuart_rx.rxd0,1
inst_myuart_rx.rxd1,1
inst_myuart_rx.rxd2,1
inst_myuart_rx.rxd3,1
inst_myuart_tx.num,4
inst_myuart_tx.tx_data_r,1
inst_myuart_tx.uart_tx_r,1
inst_rx.clk_bps,1
inst_rx.cnt,13
inst_tx.clk_bps,1
inst_tx.cnt,13
cell families (layout without fill, tap and decap cells):
logic type / count (synthesis) / after routing / synth area share, %
AND/OR/NAND/NOR: 89 / 89 / 16.7
flip-flops: 67 / 67 / 54.3
AND-OR/OR-AND: 48 / 48 / 10.5
multiplexers: 26 / 26 / 9.44
buffers and inverters: 17 / 48 / 2.74
adder cells (fa/ha/maj): 10 / 10 / 4.03
XOR/XNOR: 8 / 8 / 2.26
path summary, 6_finish.rpt:
| path | endpoint | start | slack [ns] | cells after the start |
|---|---|---|---|---|
| min | inst_myuart_rx.rxd2 | inst_myuart_rx.rxd1 | 0.36 | 0 |
| min reg2reg | inst_myuart_rx.rxd2 | inst_myuart_rx.rxd1 | 0.36 | 0 |
| min in group asynchronous | inst_myuart_tx.num[2] | rst_n | 0.90 | 1 |
| max | txd | inst_myuart_tx.uart_tx_r | 3.65 | 1 |
| max reg2reg | inst_rx.cnt[4] | inst_rx.cnt[0] | 4.27 | 4 |
| max in group asynchronous | inst_myuart_rx.rxd1 | rst_n | 4.37 | 2 |
stage by stage:
stage               worst slack, ns  utilization, %  hold slack, ns
global placement               3.93            46.0           0.357
finish                         3.65            49.6           0.360
global route                   3.61            49.6           0.357
CTS                            3.63            49.6           0.362
floorplan                      4.47               -           0.354
detailed placement             3.93            46.0           0.356
synth_stat cells (2+ instances only):
master	instances
a21o_1	2
a21oi_1	16
a22o_1	2
a32o_1	2
and3b_1	2
buf_2	4
buf_6	2
dfrtp_1	62
dfstp_2	5
ha_1	10
inv_1	10
mux2_2	26
nand2_1	15
nand3_1	16
nand4_1	6
nand4b_1	2
nor2_1	11
nor2b_1	2
nor3_1	4
o21ai_0	12
o31ai_1	8
or2_2	3
or3_1	9
or4_1	10
or4bb_1	2
xnor2_1	4
xor2_1	4
Power and IR drop assume default switching activity.
