<file path="config.mk">
export PLATFORM = sky130hd
export DESIGN_NAME = key_jitter
export DESIGN_NICKNAME = key_jitter
export VERILOG_FILES = /design/flow/design.v
export SDC_FILE = /design/flow/constraint.sdc
export NUM_CORES = 4
export LEC_CHECK = 1
export CORE_AREA = 10 10 85 85
export DIE_AREA = 0 0 95 95
</file>
<file path="constraint.sdc">
current_design key_jitter

set clk_period 3.3
set clk_io_pct 0.2

create_clock -name clk0 -period $clk_period [get_ports {clk}]

set non_clock_inputs [all_inputs -no_clocks]
set_input_delay [expr $clk_period * $clk_io_pct] -clock clk0 $non_clock_inputs
set_output_delay [expr $clk_period * $clk_io_pct] -clock clk0 [all_outputs]
</file>
<file path="design.v">
module key_jitter(
	input clk,			 
	input key_n,		 
	output reg key_valid	 
);
reg [19:0] cnt0;
always @(posedge clk) begin
	cnt0 <= cnt0 + 1'b1;
end
reg [3:0] key_down_check;
always @(posedge clk) begin
	if(cnt0==20'hfffff)
		key_down_check <= {key_down_check[2:0],~key_n};
	else
		key_down_check <= key_down_check;
end
reg key_valid_r0;
always @(posedge clk) begin
	key_valid_r0 <= (key_down_check==4'b0011)?1'b1:1'b0;
end
reg key_valid_r1;
reg key_valid_r2;
always @(posedge clk) begin
	key_valid_r1 <= key_valid_r0;
	key_valid_r2 <= key_valid_r1;
end
wire key_valid_pos;
assign key_valid_pos = ({key_valid_r2,key_valid_r1}==2'b01)?1'b1:1'b0;
always @(posedge clk) begin
	key_valid <= (key_valid_pos==1'b1)?1'b1:1'b0;
end
endmodule
</file>
<file path="run.sh">
#!/bin/bash
# OpenROAD 26Q1-2900-gdf79404cd8, Yosys 0.63+post, stock flow scripts
make -C /OpenROAD-flow-scripts/flow DESIGN_CONFIG=/design/flow/config.mk WORK_HOME=/design/flow/orfs finish
</file>
==> impl_metrics.csv <==
group,metric,value,unit
routing,vias_per_cell,3.515,
clock_network,htree_levels,1,
final_timing,setup_viol_count_final,0,
worst_setup_path,critPathLaunchType,"register",
final_timing,hold_slack,333.3,ps
worst_setup_path,crit_arrival,1970,ps
final_timing,rsz0062_at_grt,"false",
final_layout,n_fill_cell,588,
yosys,yosysSeqAreaShare,59.63,%
routing,drt_iter0_markers,53,
place,hpwlAfterDp,936,um
yosys,enable_flop_cells,4,
routing,drc,0,
worst_setup_path,crit_slowest_cell,"or4_4",
routing,wl_per_cell,7.915,um
grt,grt_max_degree,16,
worst_setup_path,crit_buf_inv,0,
min_path,hold-path-cell-count,0,
floorplanning,io_pins,3,
yosys,topCellsByArea,"dfxtp_1, edfxtp_1, xor2_1",
floorplanning,dieHeight,95,um
clock_network,clock-root-buffer,"clkbuf_8",
worst_setup_path,r2r_cells,4,
worst_setup_path,cpPeakStageDelay,560,ps
final_timing,fin_crit,1811,ps
clock_network,clk_pin_slew_worst_paths,90,ps
worst_setup_path,crit_chain,"nand4_4 > or4_4 > or3_4 > xnor2_2",
worst_setup_path,path_class,"reg2reg",
power_and_ir_drop,power.leakage,0.4276,nW
floorplanning,coreArea,5473,sq um
final_timing,max_slew.worst_pin.slew,509.8,ps
place,gp_congestion,0.7205,
grt,grt_pass1_vias,523,
routing,num_vias,580,
final_timing,drv_slew,0,
yosys,ys_ff,28,
yosys,synth-main-ff-cell,"dfxtp_1",
floorplanning,fp_util,18.40,%
final_timing,slew_headroom,65.70,%
floorplanning,rows,27,
yosys,synth_async_sr_flop_share,0,%
clock_network,cts_tree,"yes",
job,maxCapViolations,0,
clock_network,clockBufferDepth,2,
final_layout,logic_area,390.4,sq um
clock_network,cts_buffers,3,
worst_setup_path,endpoint_kind,"register",
grt,grt_usage,3.021,%
final_timing,fin_tns_setup,0,ps
power_and_ir_drop,ir_drop,135.4,uV
clock_network,cts_setup_buffers,0,
final_layout,drive_above_1_share,7.527,%
routing,firstDrtPassIters,2,
routing,antenna_cells,0,
yosys,top_area_cell,"dfxtp_1",
yosys,ys_chip_area,1007,sq um
outcome,outcome,"finished clean",
clock_network,clock_sinks,28,
grt,antenna_found_initial,0,
min_path,hp-class,"reg2reg",
worst_setup_path,cp.depth,4,
place,io_buffers,2,
clock_network,cts_hold_buffers,0,
yosys,synth_area,1007,sq um
grt,grt_pass1_wl,2283,um
final_timing,max_freq,552.3,MHz
yosys,synth.avg_cell_area,11.45,sq um
final_layout,flop_area,600.6,sq um
worst_setup_path,cp.required,3460,ps
job,warnings,25,
final_timing,fin_worst_skew,3.838,ps
worst_setup_path,cp_max_fo,7,
yosys,ys_types,20,
power_and_ir_drop,power_density,453.0,nW/um^2
grt,gr-total-overflow,0,
final_layout,area_growth,14.91,%
floorplanning,dieArea,9025,sq um
worst_setup_path,path_delay_family,"simple AND/OR/NAND/NOR gates",
yosys,common_cells,"dfxtp_1, nand3_1, xor2_1, nand2_1, xnor2_1",
final_layout,layout.cells.non_filler,165,
yosys,top_cell_area_share,47.70,%
final_timing,finalHoldViolCount,0,
yosys,most_common_cell,"dfxtp_1",
final_timing,finalClockPeriodUsage,54.87,%
routing,final_antenna_net_count,0,
yosys,yosys_cells,88,
clock_network,insertion_delay,270,ps
yosys,syn_inst,88,
clock_network,ctsResizeCount,0,
routing,routed_wl,1306,um
power_and_ir_drop,finalPower,0.5243,mW
place,dp.cells,161,
final_layout,fin_util,21.15,%
yosys,ys_warn_count,1,
floorplanning,die_w,95,um
report_power, final:
part	switching [mW]	leakage (nW)	internal [mW]	total (mW)
clock	0.0953	0.0231	0.0833	0.179
combinational	0.000251	0.175	0.00110	0.00135
sequential	0	0.229	0.344	0.344
total	0.0955	0.428	0.429	0.524
area by class of cell:
class	instances	share of cell area (%)
well taps	72	7.784
flip-flops and latches	28	51.89
clock inverters	1	0.3243
clock buffers	3	3.568
multi-input cells	56	33.73
inverters	3	0.9730
repair buffers	2	1.730
layout by cell type, fill, tap and decap left out, drive strengths merged:
cell and n:
nand3 9, and3 2, xor2 9, clkdlybuf4s50 2, nand4 3, clkbuf 3, nor2b 1, dfxtp 24
nor4 3, nor2 4, ha 1, nor3 4, xnor2 9, clkinv 1, and4 1, inv 3
or3 1, nand2 8, or4 1, edfxtp 4
final timing paths:
check	slack [ps]	endpoint	from
setup / recovery	1490	cnt0[15]	cnt0[3]
hold / removal	330	key_valid_r1	key_valid_r0
setup reg to reg	1490	cnt0[15]	cnt0[3]
hold reg to reg	330	key_valid_r1	key_valid_r0
layer usage:
metal,wire length (um),global-route usage (%),vias up
met1,710,4.421,260
li1,-,-,311
met5,0,0,-
met2,501,4.176,5
met3,43,0.8013,4
met4,51,1.122,0
registers in the layout, indices dropped and copies added (netlist names):
name	count
key_valid	1
key_valid_r0	1
cnt0	20
key_valid_r1	1
key_valid_r2	1
key_down_check	4
per-stage QoR:
step / instance area, sq um / setup WS (ps)
after global routing: 1157 / 1359
after floorplan: 1007 / 1581
after CTS: 1157 / 1480
after detailed placement: 1112 / 1494
final: 1157 / 1489
after global placement: 1112 / 1491
logic make-up (layout without fill, tap and decap cells):
family / count (synthesis) / after routing / share of synthesized area [%]
buffers and inverters: 4 / 9 / 1.614
adder cells (fa/ha/maj): 1 / 1 / 1.242
XOR/XNOR: 18 / 18 / 16.40
AND/OR/NAND/NOR: 37 / 37 / 21.12
flip-flops: 28 / 28 / 59.63
No activity file was given, so power comes from the tool's default toggle rates.
