[flow/design.v]
module top_fpga(
input clk,
input rst_n,
output led
);
reg[31:0] timer=0;
reg led_r = 0;
assign led = led_r;
always@(posedge clk or negedge rst_n) 
if(~rst_n)
	timer = 0;
else if(timer==32'd99_999_999)   
	timer = 0;
else
	timer <= timer + 1'b1;	 
always@(posedge clk or negedge rst_n)
if(~rst_n)
	led_r <= 1'b0;		 
else if(timer == 32'd49_999_999)    
	led_r<=1'b0;		
else if(timer == 32'd99_999_999)	   
	led_r <= 1'b1;
else
	led_r <= led_r;		 
endmodule
[flow/run.sh]
#!/bin/bash
# OpenROAD 26Q1-2900-gdf79404cd8, Yosys 0.63+post, stock flow scripts
make -C /OpenROAD-flow-scripts/flow DESIGN_CONFIG=/design/flow/config.mk WORK_HOME=/design/flow/orfs finish
[flow/config.mk]
export PLATFORM = sky130hd
export DESIGN_NAME = top_fpga
export DESIGN_NICKNAME = top_fpga
export VERILOG_FILES = /design/flow/design.v
export SDC_FILE = /design/flow/constraint.sdc
export NUM_CORES = 4
export LEC_CHECK = 1
export CORE_UTILIZATION = 30
[flow/constraint.sdc]
current_design top_fpga

set clk_period 4.9
set clk_io_pct 0.2

create_clock -name clk0 -period $clk_period [get_ports {clk}]

set non_clock_inputs [all_inputs -no_clocks]
set_input_delay [expr $clk_period * $clk_io_pct] -clock clk0 $non_clock_inputs
set_output_delay [expr $clk_period * $clk_io_pct] -clock clk0 [all_outputs]
==> run notes <==
Summary of implementation figures.

Status
The run finished with clean final reports.

Placement
According to the dpl log, the detail-placed design has an HPWL of 2140 microns. In this run the tool buffered the top-level ports with 2 buffer cells. Including well taps, the total number of placed cells is approximately 230. The placer congestion estimate is a little under 0.9.

Synthesis
The average size of a mapped cell is 9.92 sq um. The number of synthesized register bits is 33. Per the synthesis report, the simple-gate share of the synthesized area is around 28%. The sequential element share of the synthesized area is 50.5%.

Synthesis instantiated 31 different standard cells from the library. The dominant kind of combinational cell is simple AND/OR/NAND/NOR gates. The synth_stat.txt file lists the number of cells as around 170. Yosys reports a chip area of approximately 1600 sq um. The parity-gate share of the synthesized area counting xor and xnor cells is between 10% and 20%. The summed instance area of the synthesized netlist is around 1600 sq um.

Synthesis handed over a netlist of 165 instances. The share of synthesized registers carrying an async set or reset is around 100%. The count of flip-flops with a built-in enable after synthesis is 0. The post-synthesis mux area share is 0%. Per the synthesis report, the AND-OR/OR-AND share of the synthesized area is under 10%.

The tally of yosys warning messages is 1. The post-synthesis adder-cell area fraction is less than 1%. Post-synth the commonest register cell is sky130_fd_sc_hd__dfrtp_1.

Final timing
Summed over all failing endpoints, the final setup total negative slack is 0 ns. Headroom to the max-slew limit came out at approximately 49%. The count of endpoints failing setup in the final report is 0. Setup repair after global routing left no endpoint under its margin. The smallest hold slack is 0.465 ns. For the final database, setup skew stands at ~0.0060 ns.

The worst path in the final design needs a cycle of ~2.1 ns, including I/O delays and setup. After layout, the worst path uses a little over two fifths of the clock period. The maximum operating frequency is 0.471 GHz. Counting endpoints that fail hold in the final report gives 0. The final timing report lists a max-slew violation count of 0.

At the pin with the least slew margin, the transition time is approximately 0.76 ns.

Die
The initialized floorplan defines 26 standard-cell rows. The floorplan step records an initial core utilization of about a third. The floorplan die height is roughly 76 microns.

The chip width is between 70 and 80 microns. The I/O pin count is 3. The total die area is roughly 5800 sq um.

The core outline area is 5170 sq um.

Worst hold path
The class of the tightest hold or removal check is register to register. In this run the most critical hold path is launched from timer[31].

Drt
The total wirelength of the detailed-routed design is between 3000 and 4000 microns. The first detailed-routing pass ran for 4 iterations. The count of routing violations after the opening detailed-route iteration is 52. The detail route stage leaves a number of antenna-violating nets equal to 0. The via-per-instance ratio is around 5. The script logs the mean routed wire length per placed instance as 13.2 microns. The DRC violation total left in the routed layout is recorded as 0. Per the detail_route report, inserted antenna diodes total 0. The via count is 1168.

Clock network
Looking at the clock tree report, the root buffer type is sky130_fd_sc_hd__clkbuf_8. The sink count of the clock tree is 33. Counting the buffers created by CTS gives 5. The clock-pin transition on the worst setup and hold timing paths is about 0.070 ns.

The number of buffers on the longest clock path is 2. The number of gates resized after CTS is 0. The report puts the hold buffer count at CTS at 0. The maximum level of the CTS H-tree is 2. The clock reaches the later pin of the worst-skew pair after 0.28 ns. TritonCTS built the clock tree. Post-CTS timing repair inserted 0 buffers for setup.

Worst setup path
The timing startpoint of the critical path is timer[0]. The endpoint kind of the worst setup timing path is a register. The signal on the critical path passes through ha_1 -> nand4_1 -> nor2_1 -> and2_1 -> nand3_1 -> xnor2_1. The critical path class is register to register. The critical path startpoint category is a register. The arrival time of data at the worst endpoint is listed as roughly 2.3 ns.

The critical path's slowest stage uses the library cell sky130_fd_sc_hd__nor2_1. The stage delay of the slowest cell on the critical path is 0.65 ns. The worst reg2reg path startpoint is timer[0].

The required time at the worst endpoint is listed as 5.07 ns. The largest fanout on the critical path is 12.

Global routing
The number of antenna violations at the first check in global routing is 0. The via count of the first global-routing pass is between 1000 and 1500. The overflow left after global routing is 0.

The global-route wire length before repair is 5630 microns. Global routing used a little over an eighth of the available tracks across all layers. The maximum number of pins on one net before global-route repair is 34.

Power and ir drop
The total power per unit cell area is 267 nW/um^2. In this run the static leakage power is 0.826 nW. Across the VDD grid, the largest voltage drop is 0.0923 mV.

Cells and area
Compared with the post-synthesis result, the final layout area differs by 10.3%. The fraction of final layout cells sized beyond drive strength 1 is about 8.3%. The post-layout utilization of the core is approximately a third. For this run, the number of standard cells in the final layout without fillers is about 240.

Job
The number of maximum-capacitance constraint violations is 0. The warning total across the stage logs is 25.
## registers in the layout, summed over array words and instances, names as in the netlist
name and count:
led_r 1, timer 32
## worst paths after layout
path                             end  slack [ns]  cells after the start
hold reg to reg            timer[31]        0.46                      1
max in group asynchronous  timer[21]        3.50                      2
hold / removal             timer[31]        0.46                      1
setup / recovery           timer[28]        2.78                      6
min in group asynchronous  timer[13]        1.11                      2
setup reg to reg           timer[28]        2.78                      6
## synth_stat cells, types with 2 or more instances
cell / count / area [sq um]
sky130_fd_sc_hd__dfrtp_1: 33 / 826
sky130_fd_sc_hd__and2_1: 2 / 12.5
sky130_fd_sc_hd__and4_1: 3 / 26.3
sky130_fd_sc_hd__a31oi_1: 10 / 62.6
sky130_fd_sc_hd__nor3_1: 2 / 10.0
sky130_fd_sc_hd__buf_2: 2 / 10.0
sky130_fd_sc_hd__xnor2_1: 10 / 87.6
sky130_fd_sc_hd__xor2_1: 11 / 96.3
sky130_fd_sc_hd__nand4_1: 11 / 68.8
sky130_fd_sc_hd__clkbuf_1: 3 / 11.3
sky130_fd_sc_hd__or2_2: 2 / 12.5
sky130_fd_sc_hd__nand3_1: 12 / 60.1
sky130_fd_sc_hd__nor4_1: 2 / 12.5
sky130_fd_sc_hd__nor2_1: 17 / 63.8
sky130_fd_sc_hd__and3_1: 7 / 43.8
sky130_fd_sc_hd__a21oi_1: 3 / 15.0
sky130_fd_sc_hd__nand2_1: 19 / 71.3
sky130_fd_sc_hd__o21ai_0: 3 / 15.0
## power by group
part           leakage (nW)  internal (mW)  switching, mW
combinational         0.330        0.00122        0.00510
clock                0.0443          0.111         0.0917
sequential            0.451          0.272              0
## metal layers
layer	vias to the layer above	track usage (%)	share of wire, %
li1	597	-	-
met1	547	21.9	51
met2	18	18.4	42
met3	6	3.89	4.8
met4	0	1.85	1.8
met5	-	0	0
## cell usage in the layout (no fill, tap or decap)
cell / synthesis / routed
sky130_fd_sc_hd__nor2_1: 17 / 17
sky130_fd_sc_hd__and2_1: 2 / 2
sky130_fd_sc_hd__xor2_1: 11 / 11
sky130_fd_sc_hd__nor2_8: 1 / 1
sky130_fd_sc_hd__or2_2: 2 / 2
sky130_fd_sc_hd__a21oi_1: 3 / 3
sky130_fd_sc_hd__nor3_2: 1 / 1
sky130_fd_sc_hd__nand4_1: 11 / 11
sky130_fd_sc_hd__o21ai_0: 3 / 3
sky130_fd_sc_hd__and3_1: 7 / 7
sky130_fd_sc_hd__o21a_1: 1 / 1
sky130_fd_sc_hd__nor3_1: 2 / 2
sky130_fd_sc_hd__clkdlybuf4s50_1: 0 / 2
sky130_fd_sc_hd__and4bb_2: 1 / 1
sky130_fd_sc_hd__or4_4: 1 / 1
sky130_fd_sc_hd__clkbuf_1: 3 / 1
sky130_fd_sc_hd__nor4_1: 2 / 2
sky130_fd_sc_hd__buf_4: 0 / 1
sky130_fd_sc_hd__dfrtp_1: 33 / 33
sky130_fd_sc_hd__ha_1: 1 / 1
sky130_fd_sc_hd__nand3_1: 12 / 12
sky130_fd_sc_hd__nand2b_1: 1 / 1
sky130_fd_sc_hd__or4_1: 1 / 1
sky130_fd_sc_hd__clkbuf_8: 0 / 6
sky130_fd_sc_hd__xnor2_1: 10 / 10
sky130_fd_sc_hd__nor2b_1: 1 / 1
sky130_fd_sc_hd__nand2_1: 19 / 19
sky130_fd_sc_hd__o211ai_2: 1 / 1
sky130_fd_sc_hd__inv_1: 1 / 1
sky130_fd_sc_hd__and4_1: 3 / 3
sky130_fd_sc_hd__nor4bb_1: 1 / 1
sky130_fd_sc_hd__a31oi_1: 10 / 10
## critical path: cells and delay by family, from the launching register on
kind / cells / cell delay, ns
flip-flops: 1 / 0.38
AND/OR/NAND/NOR: 4 / 1.28
XOR/XNOR: 1 / 0.14
adder cells (fa/ha/maj): 1 / 0.21
## cell type report
type	instances	area, sq um
clock buffers	7	86.3
fillers	512	3370
inverters	1	3.75
multi-input cells	125	774
flip-flops and latches	33	826
well taps	70	87.6
repair buffers	3	27.5
## logic make-up (layout without fill, tap and decap cells)
kind of cell	after synthesis	in the layout
xor+xnor	21	21
fa+ha+maj	1	1
flops	33	33
buf+inv	7	11
compound gates	18	18
simple gates	85	85
## metrics by stage
stage	cell area (sq um)	total power [mW]	setup slack, ns
floorplan	1640	0.278	3.17
global placement	1720	0.284	2.88
detailed placement	1720	0.284	2.79
CTS	1810	0.489	2.79
global route	1810	0.501	2.53
finish	1810	0.482	2.78
Power is estimated from default activity; no workload was simulated.
